==> flow/config.mk <==
export PLATFORM = sky130hd
export DESIGN_NAME = ALUv
export DESIGN_NICKNAME = ALUv
export VERILOG_FILES = /design/flow/design.v
export SDC_FILE = /design/flow/constraint.sdc
export NUM_CORES = 4
export LEC_CHECK = 1
export CORE_UTILIZATION = 50
export SYNTH_HDL_FRONTEND = slang
==> flow/constraint.sdc <==
current_design ALUv

set clk_period 34.5
set clk_io_pct 0.2

create_clock -name clk0 -period $clk_period

set non_clock_inputs [all_inputs -no_clocks]
set_input_delay [expr $clk_period * $clk_io_pct] -clock clk0 $non_clock_inputs
set_output_delay [expr $clk_period * $clk_io_pct] -clock clk0 [all_outputs]
==> flow/design.v <==
`timescale 1ns / 1ps
module adder #(parameter IN_WIDTH = 8, parameter OUT_WIDTH = 2*IN_WIDTH) (
  input wire [IN_WIDTH-1:0] a, b,
  output wire [OUT_WIDTH-1:0] sum
);
  assign sum = a + b;
endmodule : adder
module substractor #(parameter IN_WIDTH = 8, parameter OUT_WIDTH = 2*IN_WIDTH) (
  input wire [IN_WIDTH-1:0] a, b,
  output wire [OUT_WIDTH-1:0] diff
);
  assign diff = a - b;
endmodule : substractor
module bitwise_and #(parameter IN_WIDTH = 8, parameter OUT_WIDTH = 2*IN_WIDTH) (
  input wire [IN_WIDTH-1:0] a, b,
  output wire [OUT_WIDTH-1:0] b_and
);
  assign b_and = a & b;
endmodule : bitwise_and
module bitwise_or #(parameter IN_WIDTH = 8, parameter OUT_WIDTH = 2*IN_WIDTH) (
  input wire [IN_WIDTH-1:0] a, b,
  output wire [OUT_WIDTH-1:0] b_or
);
  assign b_or = a | b;
endmodule : bitwise_or
module bitwise_xor #(parameter IN_WIDTH = 8, parameter OUT_WIDTH = 2*IN_WIDTH) (
  input wire [IN_WIDTH-1:0] a, b,
  output wire [OUT_WIDTH-1:0] b_xor
);
  assign b_xor = a ^ b;
endmodule : bitwise_xor
module comparator #(parameter IN_WIDTH = 8) (
  input wire [IN_WIDTH-1:0] a, b,
  output wire a_greater, a_equal, a_less
);
  assign a_greater = (a > b);
  assign a_equal = (a == b);
  assign a_less = (a < b);
endmodule : comparator
module left_shift #(parameter IN_WIDTH = 8, parameter OUT_WIDTH = 2*IN_WIDTH) (
  input wire [IN_WIDTH-1:0] a,
  input wire [IN_WIDTH-1:0] shift,
  output wire [OUT_WIDTH-1:0] left_shift
);
  assign left_shift = (a << shift);
endmodule : left_shift
module right_shift #(parameter IN_WIDTH = 8, parameter OUT_WIDTH = 2*IN_WIDTH)(
  input wire [IN_WIDTH-1:0] a,
  input wire [IN_WIDTH-1:0] shift,
  output wire [OUT_WIDTH-1:0] right_shift
);
  assign right_shift = a >> shift;
endmodule : right_shift
module multiplicator #(parameter IN_WIDTH = 8, parameter OUT_WIDTH = 2*IN_WIDTH) (
  input wire [IN_WIDTH-1:0] a, b,
  output wire [OUT_WIDTH-1:0] multiplication
);
  assign multiplication = a * b;
endmodule : multiplicator
module division #(parameter IN_WIDTH = 8, parameter OUT_WIDTH = 2*IN_WIDTH) (
  input wire [IN_WIDTH-1:0] a, b,
  output wire [OUT_WIDTH-1:0] division
);
  assign division = a / b;
endmodule : division
module ALU #(parameter IN_WIDTH = 8) (
    input wire [IN_WIDTH-1:0] a, b,
    input wire [3:0] opcode,
	output wire [IN_WIDTH*2-1:0] result,
  	output wire a_greater_out, a_equal_out, a_less_out
);
    parameter OUT_WIDTH = IN_WIDTH*2;
    wire [OUT_WIDTH-1:0] result_add;
    wire [OUT_WIDTH-1:0] result_sub;
    wire [OUT_WIDTH-1:0] result_and;
    wire [OUT_WIDTH-1:0] result_or;
    wire [OUT_WIDTH-1:0] result_xor;
    wire [OUT_WIDTH-1:0] result_l_shift;
    wire [OUT_WIDTH-1:0] result_r_shift;
    wire [OUT_WIDTH-1:0] result_mul;
  	wire [OUT_WIDTH-1:0] result_div;
  	wire a_greater, a_equal, a_less;
  	adder #(IN_WIDTH) u_adder (
      a, b, result_add
    );
    substractor #(IN_WIDTH) u_substractor (
      a, b, result_sub
    );
 	 bitwise_and #(IN_WIDTH) u_bitwise_and (
      a, b, result_and
     );
  	bitwise_or #(IN_WIDTH) u_bitwise_or (
      a, b, result_or
    );
    bitwise_xor #(IN_WIDTH) u_bitwise_xor(
      a, b, result_xor
    );
  comparator #(IN_WIDTH) u_comparator (
      .a(a),
      .b(b),
      .a_greater(a_greater),
      .a_equal(a_equal),
      .a_less(a_less)
  	);
    left_shift #(IN_WIDTH) u_left_shift (
      .a(a),
      .shift(b),
      .left_shift(result_l_shift)
    );
    right_shift #(IN_WIDTH) u_right_shift (
      .a(a),
      .shift(b),
      .right_shift(result_r_shift)
    );
    multiplicator #(IN_WIDTH) u_multiplicator (
      .a(a),
      .b(b),
      .multiplication(result_mul)
    );
  division #(IN_WIDTH) u_division (
      .a(a),
      .b(b),
    .division(result_div)
    );
  assign  a_greater_out = (opcode == 4'b0101) & a_greater ? 1'b1 : 1'b0;
  assign  a_equal_out = (opcode == 4'b0101) & a_equal ? 1'b1 : 1'b0;
  assign  a_less_out = (opcode == 4'b0101) & a_less ? 1'b1 : 1'b0;
    assign result = (opcode == 4'b0000) ? result_add :
                    (opcode == 4'b0001) ? result_sub :
                    (opcode == 4'b0010) ? result_and :
                    (opcode == 4'b0011) ? result_or :
                    (opcode == 4'b0100) ? result_xor :
      				(opcode == 4'b0110) ? result_l_shift :
      				(opcode == 4'b0111) ? result_r_shift :
      				(opcode == 4'b1000) ? result_mul :
      				(opcode == 4'b1001) ? result_div :
                    {OUT_WIDTH{1'b0}};
endmodule : ALU
`timescale 1ns / 1ps
module ALUv #(
    parameter ALUs_num = 4,
    parameter INPUT_WIDTH = 8
)(
    input [INPUT_WIDTH-1:0] A [ALUs_num],
    input [INPUT_WIDTH-1:0] B [ALUs_num],
    input [3:0] opcode,
    output [2*INPUT_WIDTH-1:0] result [ALUs_num]
);
    genvar i;
    generate
        for (i = 0; i < ALUs_num; i = i + 1) begin : ALU_INST
            ALU #(INPUT_WIDTH) alu_inst (
                .a(A[i]),
                .b(B[i]),
                .opcode(opcode),
                .result(result[i])
            );
        end
    endgenerate
endmodule
==> flow/run.sh <==
#!/bin/bash
# OpenROAD 26Q1-2900-gdf79404cd8, Yosys 0.63+post, stock flow scripts
make -C /OpenROAD-flow-scripts/flow DESIGN_CONFIG=/design/flow/config.mk WORK_HOME=/design/flow/orfs finish
==> job_summary.md <==
## PnR job results

| Metric | Value |
|---|---|
| Crit-path slowest cell | or4_4 |
| Final ANT Viol Nets | 0 |
| Syn Area/Cell | 7.09 sq um |
| Post-layout min period | 39.30 ns |
| WL final | 140000 um |
| Post-Synth Adder-Cell Area | 31.4% |
| Multi-input gate area | between 30000 and 40000 sq um |
| Seq/Total Area, Yosys | 0% |
| Flop Count | 0 |
| Min-delay src | opcode[0] |
| And+or+nand+nor area frac | 22.9% |
| Layout Cells excl Fill | 7591 |
| Fp util | roughly half |
| Slew Viols, Final | 0 |
| Arr. time, crit path | 32.40 ns |
| Worst hold path type | in2out |
| Yosys top cell area share | between 20% and 30% |
| Via count | about 45000 |
| Dpl cells | 7108 |
| Crit Path Category | in2out |
| Synthesized instance count | a little over 5000 |
| YS chip area | approximately 36000 sq um |
| GR Util All Layers | a little under two fifths |
| Pint | 3900 uW |
| AO/OA Area Share | around 30% |
| Fmax | 0.0254 GHz |
| Startpoint types | primary input |
| Synth Cell Area | ~36000 sq um |
| Crit-path max FO | 6 |
| GPL Wtd Cong | 1.02 |
| Pin count of the biggest net entering global routing | around 52 |
| Max-cap violations | 0 |
| Area grow syn2layout | 51.3% |
| Die area | a little over 70000 sq um |
| Top cells by area | ha_1 (23%), fa_1 (8.5%), nor2_1 (5.5%), nand2_1 (5.2%), a21oi_1 (5.1%) |
| Detailed-route DRC error count | 0 |
| DR vias/cell | slightly below 6 |
| Wirelength per Cell | 18.4 um |
| PD cells | about 130 nW/um^2 |
| Main logic family | adder cells |
| Share of cells above drive strength 1 | a little over a third |
| P_sw | 3100 uW |
| Crit path launch | B[29] |
| Maximum vdd drop | ~0.26 mV |
| Initial antenna violation count | 7 |
| Mux share | 5.04% |
| Sw Ratio | ~44% |
| Global route total overflow | 0 |
| Post-DP HPWL | roughly 100000 um |
| Die W | 269 um |
| FILL cells | around 5000 |
| Ys cells | approximately 5000 |
| Unrepaired setup endpoints after global routing | yes |
| Register area | 0 sq um |
| Max_slew headroom | less than 1% |
| Area leader, netlist | ha_1 |
| Final core utilization | 76.8% |
| P_leak | between 0.02 and 0.03 uW |
| Violated checks | negative setup slack |
| Largest stage delay, worst path | 0.44 ns |
| Core area | ~70000 sq um |
| Row cnt | around 97 |
| Xor+xnor area frac | under 10% |
| Synthesis Warnings | 0 |
| Layout clock buffers | 0 |
| CP Data Required Time | around 28 ns |
| First DRT Iteration DRCs | between 3000 and 4000 |
| Number of global-route vias before repair | 41600 |
| Final Hold Fails | 0 |
| Total tool warning count | about 110 |
| First-pass GRT wire length | roughly 220000 um |
| Outcome | finished with violations |
| Vert. Die Dim | 269 um |
| Port bufs | 132 |
| Setup ws final | -4.80 ns |
| Setup crit end kind | output pin |
| IO Count | ~130 |
| Slew @ Worst Pin | 1.48 ns |
| DR pass1 iterations | 6 |
| Cell Type Count | ~120 |
| Part of the cycle the worst path needs | 114% |
| WHS Path Cells | 5 |
| Hold endpoint | result[1] |
| Final Setup Violations | 10 |
==> final cells by class <==
cell class	count	area share (%)
multi-input combinational	4483	69.2
timing repair buffer	1800	26.0
inverter	367	2.59
tap	940	2.18
antenna	1	0.00464
==> power by group through the flow <==
| stage | combinational [uW] | clock, uW | sequential, uW |
|---|---|---|---|
| global route | 7640 | 0 | 0 |
| CTS | 6340 | 0 | 0 |
==> cell usage in the layout, fill, tap and decap left out, types with 43 or more instances in the layout <==
cell / Yosys / layout
a21oi_2: 6 / 62
clkdlybuf4s50_1: 0 / 88
o211ai_1: 64 / 64
nand2b_1: 54 / 48
inv_1: 359 / 347
xnor2_1: 119 / 119
mux2_2: 85 / 61
fa_1: 152 / 152
xor2_1: 77 / 76
nor2_1: 522 / 468
buf_6: 3 / 57
o21bai_1: 48 / 43
a21oi_1: 361 / 285
nand3_1: 90 / 72
mux2i_1: 60 / 51
nor2b_1: 50 / 47
nand2_1: 492 / 465
nor3_1: 232 / 199
buf_4: 3 / 1614
ha_4: 0 / 78
ha_1: 649 / 555
a21o_1: 97 / 97
o21ai_0: 299 / 246
a221oi_1: 47 / 46
o21a_1: 170 / 168
o31ai_1: 84 / 69
==> cells in the mapped netlist (30+ instances only) <==
library cell,number
a211oi_1,39
a21o_1,97
a21oi_1,361
a221oi_1,47
a31oi_1,38
and2_1,34
clkbuf_1,163
fa_1,152
ha_1,649
inv_1,359
mux2_2,85
mux2i_1,60
nand2_1,492
nand2b_1,54
nand3_1,90
nor2_1,522
nor2b_1,50
nor3_1,232
nor4_1,38
o211ai_1,64
o21a_1,170
o21ai_0,299
o21bai_1,48
o22ai_1,41
o31ai_1,84
or2_2,30
or3_1,49
xnor2_1,119
xor2_1,77
==> worst max-delay path by stage <==
stage,endpoint,slack (ns),cells past startpoint
after CTS,result[48],-4.56,139
after global routing,result[48],-6.02,140
final,result[48],-4.80,140
==> routing by layer <==
layer  vias up  share of wire (%)  global-route usage, %
met1     21000                 44                   52.8
met5         -              0.041                      0
met4        10                3.3                   10.0
met3       336                9.0                   7.97
met2      1783                 44                   58.8
li1      21700                  -                      -
==> critical path: cells and delay by family <==
family,cells,cell delay (ns)
compound gates,56,10.68
xor+xnor,1,0.13
fa+ha+maj,15,3.84
buf+inv,25,3.06
mux,8,2.17
simple gates,35,5.57
==> metrics by stage <==
| step | worst slack (ns) | cell area (sq um) | power [uW] | TNS, ns | hold slack, ns |
|---|---|---|---|---|---|
| 2_1_floorplan | -4.64 | 37700 | 3400 | -26.68 | 13.92 |
| 3_3_place_gp | -5.87 | 47800 | 5210 | -37.65 | 14.83 |
| 3_5_place_dp | -5.94 | 47800 | 5250 | -40.03 | 14.83 |
| 4_1_cts | -4.56 | 51700 | 6340 | -24.55 | 14.49 |
| 5_1_grt | -6.02 | 53900 | 7640 | -38.96 | 14.56 |
| 6_report | -4.80 | 53900 | 7000 | -26.88 | 14.51 |
==> cell families (layout without fill, tap and decap cells) <==
| logic type | count (synthesis) | after routing |
|---|---|---|
| buffers and inverters | 580 | 2167 |
| AND-OR/OR-AND | 1562 | 1563 |
| adder cells (fa/ha/maj) | 803 | 803 |
| XOR/XNOR | 197 | 197 |
| other | 1 | 33 |
| AND/OR/NAND/NOR | 1731 | 1731 |
| multiplexers | 157 | 157 |
==> what timing repair did <==
item / 4_1_cts / 5_1_grt
hold buffers: 0 / 0
resized: 370 / 273
setup buffers: 352 / 139
endpoints found under the hold margin: 0 / 0
setup endpoints to repair: 13 / 13
pin swaps: 318 / 347
gates cloned: 2 / 0
No activity file was given, so power comes from the tool's default toggle rates.
